[flow/config.mk]
export PLATFORM = sky130hd
export DESIGN_NAME = axi_bridge_ip_tx_stats
export DESIGN_NICKNAME = axi_bridge_ip_tx_stats
export VERILOG_FILES = /design/flow/design.v
export SDC_FILE = /design/flow/constraint.sdc
export NUM_CORES = 4
export LEC_CHECK = 1
export CORE_UTILIZATION = 40
[flow/design.v]
module axi_bridge_ip_tx_stats #(
  parameter int FIFO_DEPTH = 16
)(
  input  logic                   clk_i,
  input  logic                   rst_ni,
  input  logic [31:0]            bytes_inc_i,
  input  logic                   bytes_inc_valid_i,
  input  logic                   frame_done_pulse_i,
  input  logic                   stall_cycle_en_i,
  input  logic [$clog2(FIFO_DEPTH+1)-1:0] fifo_level_i,
  output logic [31:0]            stat_tx_frames,
  output logic [31:0]            stat_tx_bytes,
  output logic [15:0]            stat_tx_fifo_level,
  output logic [31:0]            stat_tx_stall_cycles
);
  always_ff @(posedge clk_i or negedge rst_ni) begin
    if (!rst_ni) begin
      stat_tx_frames       <= '0;
      stat_tx_bytes        <= '0;
      stat_tx_fifo_level   <= '0;
      stat_tx_stall_cycles <= '0;
    end else begin
      stat_tx_fifo_level <= {{(16-$bits(fifo_level_i)){1'b0}}, fifo_level_i};
      if (bytes_inc_valid_i) begin
        stat_tx_bytes <= stat_tx_bytes + bytes_inc_i;
      end
      if (frame_done_pulse_i) begin
        stat_tx_frames <= stat_tx_frames + 1;
      end
      if (stall_cycle_en_i) begin
        stat_tx_stall_cycles <= stat_tx_stall_cycles + 1;
      end
    end
  end
endmodule
[flow/run.sh]
#!/bin/bash
# OpenROAD 26Q1-2900-gdf79404cd8, Yosys 0.63+post, stock flow scripts
make -C /OpenROAD-flow-scripts/flow DESIGN_CONFIG=/design/flow/config.mk WORK_HOME=/design/flow/orfs finish
[flow/constraint.sdc]
current_design axi_bridge_ip_tx_stats

set clk_period 9.5
set clk_io_pct 0.2

create_clock -name clk0 -period $clk_period [get_ports {clk_i}]

set non_clock_inputs [all_inputs -no_clocks]
set_input_delay [expr $clk_period * $clk_io_pct] -clock clk0 $non_clock_inputs
set_output_delay [expr $clk_period * $clk_io_pct] -clock clk0 [all_outputs]
==> run notes <==
run metrics: outcome complete, no violations, startpoint types primary input, routed vias/inst 5.26, syn avg cell area 9.91 µm², Finished Layout Cells 930, Final Util 0.534, grt total ovfl 0, DR DRC count 0, final hold vios 0, Routed WL 14,100 µm, Core Area 14,600 µm², layout cell share with drive strength beyond 1 0.0791, P_leak 3.29 nW, TritonCTS clock tree built, P per Cell Area 257 nW/µm², drt initial violations 318, yosys cell count 608, DP Wirelength 10,200 µm, Die Y-Extent 125 µm, # setup viols final 0, Tcrit/Tclk final 0.462, actual slew at the worst max-slew pin 0.934 ns, vias in the first global route 4,786, maximum clock path buffer count 2, die width 125 µm, routability cong. 0.909, CTS Buf Count 9, port bufs 142, vias post-DR 4,892, Setup Fix Bufs, Post-CTS 0, initial antenna violation count 0, Ports 154, per-cell routed wire length 15.1 µm, Resize count post-CTS 0, global-route wire length before repair 23,700 µm, crit path kind in2reg, CP endpoint kind flop, synthesized instance count 608, crit path max fanout 4, H-Tree Depth 3, tool warnings 25, fin crit period 4.39 ns, Flops after synth 101, Reg clk slew, reported paths 0.08 ns, min-delay worst type reg2reg, Clock Sinks 101, hold buffer count at cts 0, Post-synth seq share 0.420, Final ANT Viol Nets 0, router iterations before antenna repair 5, Initial Utilization 0.413, gr usage total 0.191, largest net degree at the start of global routing 55, max-slew violations 0, Max Cap Viol 0, CP Data Required Time 9.76 ns, Worst slew margin 0.373, clock latency (worst-skew pair) 0.35 ns, Area Growth Syn to Fin 29.4%, RSZ-0062 raised after global routing no, post-synthesis async set-or-reset flop share 1.00, Peak supply drop 0.000183 V, Distinct cells, synth 63, Post-Syn Area 6020 µm², diodes inserted 0, main flop type dfrtp_1, skew final 0.00802 ns, critical path data arrival time 4.65 ns, Yosys Warn Count 1, chip area 15,600 µm², root buf cell clkbuf_16, setup tns final 0 ns, Cell Rows 44, Post-synth EDFFs 0, Yosys Chip Area 6020 µm², FMAX 228 MHz, post-placement cell count 914
==> metrics by stage <==
stage / setup WS (ns) / area (µm²) / power, W / hold WS (ns)
floorplan: 5.48 / 6060 / 0.00129 / 0.424
global placement: 4.85 / 7500 / 0.00163 / 0.463
detailed placement: 4.80 / 7500 / 0.00163 / 0.470
CTS: 5.15 / 7790 / 0.00202 / 0.484
global route: 4.96 / 7790 / 0.00217 / 0.501
finish: 5.11 / 7790 / 0.00200 / 0.481
==> cells in the final DEF, fill, tap and decap left out, types with 15 or more instances in the layout <==
cell	Yosys	routed
inv_1	15	15
nand2_1	58	58
nand4_1	22	22
dfrtp_1	101	101
nand3_1	30	30
clkdlybuf4s50_1	0	141
mux2_2	20	20
xnor2_1	58	58
o21ai_0	18	18
a21oi_1	32	32
ha_1	33	33
xor2_1	24	24
nor2_1	38	38
==> final timing paths <==
check | end | depth (start not counted) | startpoint | slack [ns]
worst min register to register | stat_tx_stall_cycles[31] | 1 | stat_tx_stall_cycles[31] | 0.48
worst max register to register | stat_tx_bytes[24] | 9 | stat_tx_bytes[0] | 6.66
max in group asynchronous | stat_tx_stall_cycles[14] | 2 | rst_ni | 6.80
worst max-delay path | stat_tx_bytes[24] | 10 | bytes_inc_i[0] | 5.11
min in group asynchronous | stat_tx_bytes[10] | 1 | rst_ni | 1.55
worst min-delay path | stat_tx_stall_cycles[31] | 1 | stat_tx_stall_cycles[31] | 0.48
==> worst max-delay path, stage by stage <==
cell and delay (ns):
clkdlybuf4s50_1 0.40, ha_1 0.24, fa_1 0.42, a21o_1 0.23
a221oi_2 0.34, nor2_1 0.17, o21ai_0 0.35, a211o_1 0.27
a21boi_0 0.11, o31ai_1 0.22
==> cells in the mapped netlist, types with 2 or more instances <==
cell | count | share of area
dfrtp_1 | 101 | 0.42
nand2_1 | 58 | 0.036
xnor2_1 | 58 | 0.084
nor2_1 | 38 | 0.024
ha_1 | 33 | 0.069
a21oi_1 | 32 | 0.027
nand3_1 | 30 | 0.025
xor2_1 | 24 | 0.035
nand4_1 | 22 | 0.023
mux2_2 | 20 | 0.037
o21ai_0 | 18 | 0.015
buf_4 | 16 | 0.020
inv_1 | 15 | 0.0093
a21o_1 | 11 | 0.014
nor3_1 | 11 | 0.0091
and3_1 | 9 | 0.0093
o211ai_1 | 9 | 0.011
a211oi_1 | 6 | 0.0075
or3_1 | 6 | 0.0062
clkbuf_1 | 5 | 0.0031
nand2b_1 | 5 | 0.0052
or2_2 | 5 | 0.0052
and2_1 | 4 | 0.0042
and4_1 | 4 | 0.0058
buf_6 | 4 | 0.0075
nand2_2 | 4 | 0.0042
o21a_1 | 4 | 0.0050
a31oi_1 | 3 | 0.0031
buf_2 | 3 | 0.0025
clkbuf_2 | 3 | 0.0025
o311ai_0 | 3 | 0.0044
a2111oi_0 | 2 | 0.0029
a211o_1 | 2 | 0.0029
a21bo_2 | 2 | 0.0033
a221o_1 | 2 | 0.0033
a221oi_2 | 2 | 0.0050
a32oi_1 | 2 | 0.0029
nor3_2 | 2 | 0.0033
nor3b_1 | 2 | 0.0025
o211ai_2 | 2 | 0.0042
o221ai_1 | 2 | 0.0029
o31ai_1 | 2 | 0.0025
or4_1 | 2 | 0.0025
==> power by group <==
part	internal [W]	switching, W
Combinational	0.000533	0.000470
Sequential	0.000533	0.0000977
Clock	0.000190	0.000178
Total	0.00126	0.000746
==> state kept, by name, summed over array words and instances (netlist names) <==
name	flops
stat_tx_bytes	32
stat_tx_fifo_level	5
stat_tx_frames	32
stat_tx_stall_cycles	32
==> cell type report <==
| cell class | count | area (µm²) |
|---|---|---|
| timing repair buffer | 144 | 1430 |
| multi-input combinational | 470 | 3260 |
| clock buffer | 10 | 239 |
| fill | 1229 | 6800 |
| tap | 184 | 230 |
| clock inverter | 6 | 51.3 |
| inverter | 15 | 56.3 |
| sequential | 101 | 2530 |
==> layer usage <==
layer  GRT usage  vias to the layer above  part of all wire
met1       0.287                     2329              0.46
li1            -                     2405                 -
met5           0                        -                 0
met3      0.0648                       14             0.082
met4      0.0262                        0             0.014
met2       0.281                      144              0.44
==> cell families after synthesis <==
group / after synthesis / share of synthesized area
AND/OR/NAND/NOR: 208 / 0.173
AND-OR/OR-AND: 114 / 0.130
flip-flops: 101 / 0.420
XOR/XNOR: 82 / 0.119
buffers and inverters: 47 / 0.0463
adder cells (fa/ha/maj): 34 / 0.0719
multiplexers: 21 / 0.0390
other: 1 / 0.000622
Power figures rest on the tool's default switching activity, not on a simulated workload.
